**./run.sh**
```bash
#!/bin/bash
# OpenROAD 26Q1-2900-gdf79404cd8, Yosys 0.63+post, stock flow scripts
make -C /OpenROAD-flow-scripts/flow DESIGN_CONFIG=/design/flow/config.mk WORK_HOME=/design/flow/orfs finish
```
**./config.mk**
```make
export PLATFORM = sky130hd
export DESIGN_NAME = MatrixMultiplier
export DESIGN_NICKNAME = MatrixMultiplier
export VERILOG_FILES = /design/flow/design.v
export SDC_FILE = /design/flow/constraint.sdc
export NUM_CORES = 4
export LEC_CHECK = 1
export CORE_AREA = 10 10 70 70
export DIE_AREA = 0 0 80 80
```
**./constraint.sdc**
```tcl
current_design MatrixMultiplier

set clk_period 2.0
set clk_io_pct 0.2

create_clock -name clk0 -period $clk_period [get_ports {clk}]

set non_clock_inputs [all_inputs -no_clocks]
set_input_delay [expr $clk_period * $clk_io_pct] -clock clk0 $non_clock_inputs
set_output_delay [expr $clk_period * $clk_io_pct] -clock clk0 [all_outputs]
```
**./design.v**
```verilog
`timescale 1ns / 1ps
module MatrixMultiplier (
    input logic [15:0] A, B,    
    input logic start,         
    input logic clk, reset,    
    output logic [31:0] C,     
    output logic done,         
    output logic [2:0] debug_state,   
    output logic [1:0] debug_row,     
    output logic [1:0] debug_col,     
    output logic [31:0] debug_accumulator,  
    output logic [31:0] debug_temp_product  
);
    typedef enum logic [2:0] {
        IDLE    = 3'b000,
        LOAD    = 3'b001,
        COMPUTE = 3'b010,
        STORE   = 3'b011,
        DONE    = 3'b100
    } state_t;
    state_t current_state, next_state;
    logic [7:0] a_reg [0:3], b_reg [0:3];  
    logic [31:0] result_reg [0:3];         
    logic [1:0] row, col;                  
    logic [31:0] accumulator, temp_product;  
    assign debug_state = current_state;
    assign debug_row = row;
    assign debug_col = col;
    assign debug_accumulator = accumulator;
    assign debug_temp_product = temp_product;
    always_ff @(posedge clk or posedge reset) begin
        if (reset) begin
            current_state <= IDLE;
            row <= 0;
            col <= 0;
            accumulator <= 0;
            done <= 0;
        end else begin
            current_state <= next_state;
            if (current_state == COMPUTE) begin
                if (col == 1) begin
                    col <= 0;
                    row <= row + 1;
                end else begin
                    col <= col + 1;
                end
            end
        end
    end
    always_comb begin
        case (current_state)
            IDLE:    next_state = start ? LOAD : IDLE;
            LOAD:    next_state = COMPUTE;
            COMPUTE: next_state = (row == 1 && col == 1) ? STORE : COMPUTE;
            STORE:   next_state = DONE;
            DONE:    next_state = IDLE;
            default: next_state = IDLE;
        endcase
    end
    always_comb begin
        temp_product = a_reg[row] * b_reg[col];
    end
    always_ff @(posedge clk or posedge reset) begin
        if (reset) begin
            C <= 0;
        end else if (current_state == STORE) begin
            result_reg[row * 2 + col] <= accumulator;
            C <= {result_reg[0], result_reg[1], result_reg[2], result_reg[3]};
            accumulator <= 0;  
        end else if (current_state == COMPUTE) begin
            accumulator <= accumulator + temp_product;
        end
    end
endmodule
```
==> flow_summary.ini <==
; implementation run metrics
[critical_path]
max_stage_delay_ns = 0.51
path_delay_family = buffers and inverters
start_kind = flip-flop
slowest_stage = clkdlybuf4s50_1
crit_path_end_kind = output port
crit_type = flip-flop to output port
cp_max_fo = 6
worst_ep_arrival_time_ns = 1.19
critPathBufInv = 1
path_cells = clkdlybuf4s50_1
cp.required_ns = 1.60

[power]
p_int_mw = 0.4456
p_switching_mw = 0.1967
p_clk_share_pct = 19.8
pwr-share-comb_pct = 39.0
power_density_nw_per_um2 = 770.7
leakagePower_nw = 0.5116
power_frac_seq_pct = 41.3
swShare_pct = 30.62
peakVddDrop_uv = 161.1

[clocking]
tritoncts = yes
cts_buffers = 3
cts_hold_buffers = 0
clk_pin_slew_worst_paths_ns = 0.05
post_cts_resized = 0
clock_sinks = 7
cts_htree_levels = 1
clk_latency_ns = 0.25
clockBufferDepth = 2
root_buffer = clkbuf_4
cts_setup_buffers = 0

[die]
die_w_um = 80
fp_util_pct = 30.07
num_rows = 21
core_area_sq_um = 3416
ios = 139
die_h_um = 80
die_area_sq_um = 6400

[placed_design]
portBuffers = 9
place_congestion = 0.7114
hpwl_mm = 1.695

[timing]
hold_viol = 0
setup_tns_ns = 0
setup_viol = 0
fmax_mhz = 628.4
whs_ns = 0.3806
finClkSkew_ns = 0.002621
fin_crit_ns = 1.591
post-route-period-util_pct = 79.57
maxSlewViolCount = 0
rsz0062_at_grt = no

[routing]
vias = 449
drtPass1Iterations = 2
post_drt_wl_per_cell_um = 10.26
antenna_left = 0
wirelength_mm = 1.826
via_per_inst = 2.522
drt-initial-drc-count = 13
diodes = 0
drc = 0

[grt]
grt_pass1_wl_mm = 2.339
grt_max_degree = 8
antenna_found_initial = 0
grt.overflow.total = 0
grt_usage_pct = 4.276
grt_pass1_vias = 547

[synth]
top_cell = buf_4
top_area_share_pct = 70.89
synth_cells = 120
top_area_cell = buf_4
synth-edff-count = 0
synth_cell_types = 16
synthTopCellsByCount = 97 x buf_4, 7 x dfrtp_1, 2 x inv_1, 2 x xor2_1
ff_type = dfrtp_1
ys_seq_share_pct = 17.05
yosysWarnings = 66
async_flop_share_pct = 100.0
avgSynthCellArea_sq_um = 8.560
synth-seq-cells = 7
area_leaders = buf_4 71%, dfrtp_1 17%, xor2_1 1.7%, ha_1 1.2%, nand4bb_1 1.1%
ys_cells = 120
syn_area_sq_um = 1027
yosys_area_sq_um = 1027

[min_path]
hp-class = input pin to asynchronous set/reset pin

[final_layout]
postLayoutCoreUtil_pct = 24.40
layout-drive-gt1-share_pct = 5.303
area_growth_pct = -18.88

[flow_run]
warning_count = 57
drv_cap = 0

[status]
status = finished, final reports clean
-- state kept, by name, summed over array words and instances (netlist names) --
register / cells
row: 2
col: 2
current_state: 3
-- area by class of cell --
class / instances / area (sq um)
Sequential cell: 7 / 175.2
Timing Repair Buffer: 9 / 90.09
Tap cell: 46 / 57.56
Multi-Input combinational cell: 110 / 476.7
Inverter: 2 / 7.507
Fill cell: 386 / 2582
Clock buffer: 4 / 26.28
-- power groups by stage --
| stage | clock network [mW] | registers [mW] | logic (mW) |
|---|---|---|---|
| final | 0.127 | 0.265 | 0.250 |
| after CTS | 0.133 | 0.265 | 0.263 |
| after global routing | 0.144 | 0.276 | 0.286 |
-- layer usage --
metal	routed length [um]	share of wire, %	up-vias	GRT usage (%)
met2	942	52	54	7.624
met4	15	0.82	0	1.056
met1	645	35	196	4.567
li1	-	-	197	-
met5	0	0	-	0
met3	223	12	2	1.705
-- cells in the final DEF, fill, tap and decap left out, drive strengths merged, types with 2 or more instances in the layout --
cell type,n
clkbuf,4
clkdlybuf4s50,9
conb,97
dfrtp,7
inv,2
nor2,2
xor2,2
-- kinds of logic after synthesis --
| kind of cell | synth area share (%) |
|---|---|
| buffers and inverters | 71.62 |
| DFF | 17.05 |
| and+or+nand+nor | 5.360 |
| xor gates and xnor gates | 2.558 |
| adders and majority gates | 1.218 |
| other | 0.3651 |
| AOI/OAI and AO/OA | 0.8528 |
| muxes | 0.9745 |
-- final timing paths --
check | startpoint | to | slack (ns) | cells past startpoint
setup reg to reg | current_state[2] | row[1] | 0.88 | 3
max in group asynchronous | reset | current_state[2] | 1.41 | 2
min in group clk0 | col[0] | col[0] | 0.50 | 1
hold reg to reg | col[0] | col[0] | 0.50 | 1
setup / recovery | current_state[0] | debug_state[0] | 0.41 | 1
hold / removal | reset | row[0] | 0.38 | 2
-- per-stage QoR --
| step | worst slack [ns] | power, mW | cells | area, sq um |
|---|---|---|---|---|
| finish | 0.4085 | 0.6422 | 178 | 833.3 |
| global route | 0.3547 | 0.7060 | 178 | 833.3 |
| CTS | 0.4003 | 0.6612 | 178 | 833.3 |
| detailed placement | 0.6752 | 0.5283 | 174 | 807.0 |
| global placement | 0.6635 | 0.5225 | 174 | 807.0 |
| floorplan | 0.9895 | 0.5002 | 216 | 1388 |
Power is estimated from default activity; no workload was simulated.
