<file path="design/flow/design.v">
`timescale 1ns / 1ps
module FP16_Multiplier (
    input [15:0] F1,  
    input [15:0] F2,  
    output reg [15:0] F3  
);
    parameter SIGN_BIT = 1;
    parameter EXP_BITS = 5;
    parameter FRAC_BITS = 10;
    parameter BIAS = 15;
    wire is_nan1 = (F1[14:10] == 5'b11111) && (F1[9:0] != 0);
    wire is_nan2 = (F2[14:10] == 5'b11111) && (F2[9:0] != 0);
    wire is_inf1 = (F1[14:10] == 5'b11111) && (F1[9:0] == 0);
    wire is_inf2 = (F2[14:10] == 5'b11111) && (F2[9:0] == 0);
    wire is_zero1 = (F1[14:0] == 0);
    wire is_zero2 = (F2[14:0] == 0);
    wire sign1 = F1[15];
    wire sign2 = F2[15];
    wire [EXP_BITS-1:0] exp1 = F1[14:10];
    wire [EXP_BITS-1:0] exp2 = F2[14:10];
    wire [FRAC_BITS:0] frac1 = (exp1 == 0) ? {1'b0, F1[9:0]} : {1'b1, F1[9:0]};  
    wire [FRAC_BITS:0] frac2 = (exp2 == 0) ? {1'b0, F2[9:0]} : {1'b1, F2[9:0]};  
    reg [EXP_BITS:0] result_exp;
    reg [FRAC_BITS*2+1:0] product_frac;
    reg result_sign;
    always @(*) begin
        if (is_nan1 || is_nan2) begin
            F3 = 16'h7FFF;  
        end else if (is_inf1 || is_inf2) begin
            if (is_zero1 || is_zero2) begin
                F3 = 16'h7FFF;  
            end else begin
                F3 = {sign1 ^ sign2, 5'b11111, 10'b0};  
            end
        end else if (is_zero1 || is_zero2) begin
            F3 = {sign1 ^ sign2, 15'b0};  
        end else begin
            result_sign = sign1 ^ sign2;
            result_exp = exp1 + exp2 - BIAS;
            product_frac = frac1 * frac2;
            if (product_frac[FRAC_BITS*2+1]) begin
                product_frac = product_frac >> 1;
                result_exp = result_exp + 1;
            end
            if (result_exp >= 31) begin
                F3 = {result_sign, 5'b11111, 10'b0};  
            end else if (result_exp <= 0) begin
                F3 = 16'b0;  
            end else begin
                F3 = {result_sign, result_exp[4:0], product_frac[FRAC_BITS+9:FRAC_BITS]};
            end
        end
    end
endmodule
</file>
<file path="design/flow/run.sh">
#!/bin/bash
# OpenROAD 26Q1-2900-gdf79404cd8, Yosys 0.63+post, stock flow scripts
make -C /OpenROAD-flow-scripts/flow DESIGN_CONFIG=/design/flow/config.mk WORK_HOME=/design/flow/orfs finish
</file>
<file path="design/flow/config.mk">
export PLATFORM = sky130hd
export DESIGN_NAME = FP16_Multiplier
export DESIGN_NICKNAME = FP16_Multiplier
export VERILOG_FILES = /design/flow/design.v
export SDC_FILE = /design/flow/constraint.sdc
export NUM_CORES = 4
export LEC_CHECK = 1
export CORE_UTILIZATION = 40
</file>
<file path="design/flow/constraint.sdc">
current_design FP16_Multiplier

set clk_period 16.7
set clk_io_pct 0.2

create_clock -name clk0 -period $clk_period

set non_clock_inputs [all_inputs -no_clocks]
set_input_delay [expr $clk_period * $clk_io_pct] -clock clk0 $non_clock_inputs
set_output_delay [expr $clk_period * $clk_io_pct] -clock clk0 [all_outputs]
</file>
==> reports/summary.txt <==
Number of global-route vias before repair -> 3824
Total of fill cells in the finished design -> 1107
Total of max-cap violations -> 0
Min-Delay Endpoint -> F3[15]
Detailed-route vias per instance -> 5.08
DRT antenna net count -> 0
Max Fanout on Critical Path -> 15
Peak supply drop -> 0.166 mV
Tally of OpenROAD warnings -> 32
P&R area growth vs syn -> 11.6%
Worst setup timing slack at the placement stage -> 2.91 ns
Min-Delay Path Depth -> 5
Endpoint type of the worst setup path -> output pin
Max_slew headroom -> 0.460
Fraction of final layout cells with drive strength greater than 1 -> 0.0241
Weighted congestion at the end of routability-driven global placement -> 0.930
Part of the Yosys area used for sequential elements -> 0
Transition time at the pin with the least slew margin -> 0.809 ns
Die extent in x -> 112 µm
Number of primary I/O pins -> 48
Core footprint -> 11600 µm²
Detailed-placement wirelength estimate -> 9070 µm
Setup repair after global routing missed its margin -> false
Aggregate negative setup slack -> 0 ns
Final worst slack -> 2.91 ns
Row count -> 39
Max-slew violations -> 0
Average wire length per cell after detail routing -> 13.8 µm
Time the worst path needs with I/O delays and setup -> 13.79 ns
Leak -> 2.69 nW
Yosys warning total -> 1
Die outline height -> 112 µm
Crit path DAT -> 10.45 ns
Drc violations -> 0
Post-CTS Setup Repair Bufs -> 0
Global-route wire length before repair -> 18400 µm
MI comb area -> 4270 µm²
Number of antenna violations at the first check in global routing -> 0
Highest attainable clock frequency -> 72.5 MHz
Post-Layout Inst Area -> 5410 µm²
Largest net degree at the start of global routing -> 16
Starting Density -> 0.418
Number of standard cells after synthesis -> 600
CTS-repair resized insts -> 0
Routed via count -> 3891
Drt pass-1 iters -> 15
Area of all sequential standard cells -> 0 µm²
Placed standard-cell area -> 5410 µm²
Netlist area before placement -> 4850 µm²
Kind of launch point of the worst setup path -> input port
GRT Util Overall -> 0.187
Diodes inserted -> 0
Layout clock buffers -> 0
Average size of a mapped cell -> 8.08 µm²
Total wire length after detailed routing -> 10600 µm
Pwr Total -> 964 µW
Source of the worst hold timing path -> F1[15]
Count of endpoints failing hold in the final timing report -> 0
Required time reported for the critical path endpoint -> 13.36 ns
Number of setup violations in the final report -> 0
Crit Path Category -> input port to output pin
Gr ovfl total -> 0
Die ar. -> 12600 µm²
Flip-flops -> 0
Number of cell instances after yosys synthesis -> 600
Number of hold buffers added after CTS -> 0
Power per Cell Area -> 178 nW/µm²
HP Class -> input port to output pin
Cell Type Count -> 53
End-of-flow core utilization -> 0.466
Detailed Route Iter0 Violations -> 130
Final period utilization -> 0.826
Yosys synthesis chip area -> 4850 µm²
Buffers on Ports -> 48
Result of the run -> finished, final reports clean
==> layer usage <==
metal  up-vias  part of all wire  track usage
met4         0            0.0020      0.00356
met1      1890              0.49        0.302
met5         -                 0            0
li1       1932                 -            -
met2        67              0.48        0.303
met3         2             0.029       0.0149
==> layout by cell type, fill, tap and decap left out, types with 2 or more instances in the layout <==
cell type and count:
inv_1 129, fa_1 80, nand2_1 68, and2_1 67
ha_1 67, clkdlybuf4s50_1 48, nor2_1 17, o21ai_1 17
a21oi_1 16, xnor2_1 15, mux2i_1 10, nand3_1 9
nor4_1 6, a21o_1 6, o21ai_0 6, o21a_1 5
xor2_1 4, and3_1 4, nor3_1 4, o22ai_1 3
a211oi_1 3, nor3b_1 3, nand4_1 2, o211ai_1 2
nand2b_1 2, o221ai_1 2, nor2b_1 2, or2_2 2
a31oi_1 2
==> critical path, cell delays in order <==
cell,delay [ns]
clkdlybuf4s50_1,0.45
nor4_1,0.31
nand2_1,0.31
nand2_1,0.17
fa_1,0.44
fa_1,0.49
inv_1,0.05
fa_1,0.47
fa_1,0.54
inv_1,0.05
fa_1,0.52
inv_1,0.04
ha_1,0.34
and3_1,0.20
o2111ai_1,0.12
a2bb2oi_2,0.22
o21a_1,0.23
o221ai_4,0.15
nor2_2,0.67
mux2i_1,0.42
o31ai_4,0.15
o31ai_2,0.26
clkdlybuf4s50_1,0.49
==> worst max-delay path by stage <==
stage / start / endpoint / slack, ns
5_1_grt: F2[13] / F3[4] / 2.47
4_1_cts: F2[13] / F3[4] / 2.91
6_report: F2[13] / F3[4] / 2.91
==> power breakdown <==
part / switching [mW] / internal (mW) / leakage, nW
registers: 0 / 0 / 0
clock network: 0 / 0 / 0
logic: 0.493 / 0.471 / 2.69
==> through the flow <==
step / cells / hold slack (ns)
2_1_floorplan: 600 / 6.79
3_3_place_gp: 766 / 7.69
3_5_place_dp: 766 / 7.69
4_1_cts: 766 / 7.69
5_1_grt: 766 / 7.72
6_report: 766 / 7.69
==> cell families (layout without fill, tap and decap cells) <==
| logic type | count (synthesis) | after routing | synth area share |
|---|---|---|---|
| XOR/XNOR | 20 | 20 | 0.0377 |
| adder cells (fa/ha/maj) | 147 | 147 | 0.503 |
| AND-OR/OR-AND | 78 | 78 | 0.116 |
| buffers and inverters | 154 | 177 | 0.120 |
| AND/OR/NAND/NOR | 189 | 189 | 0.198 |
| multiplexers | 12 | 12 | 0.0258 |
==> synthesized netlist by cell type (2+ instances only) <==
cell / count / share of area
nor4_1: 6 / 0.0077
ha_1: 67 / 0.17
a21oi_1: 16 / 0.017
inv_1: 129 / 0.10
and2_1: 67 / 0.086
a31oi_1: 2 / 0.0026
nand3_1: 9 / 0.0093
and3_1: 4 / 0.0052
buf_2: 2 / 0.0021
o22ai_1: 3 / 0.0039
nor2_1: 17 / 0.013
xor2_1: 4 / 0.0072
or2_2: 2 / 0.0026
o21a_1: 5 / 0.0077
nor3_1: 4 / 0.0041
nand2_1: 68 / 0.053
nor3b_1: 3 / 0.0046
nand2b_1: 2 / 0.0026
a211oi_1: 3 / 0.0046
clkbuf_1: 22 / 0.017
nor2b_1: 2 / 0.0026
a21o_1: 6 / 0.0093
o21ai_0: 6 / 0.0062
o211ai_1: 2 / 0.0031
mux2i_1: 10 / 0.021
o21ai_1: 17 / 0.018
fa_1: 80 / 0.33
nand4_1: 2 / 0.0026
xnor2_1: 15 / 0.027
o221ai_1: 2 / 0.0036
==> final cells by class <==
cell class / count / share of cell area
tap: 143 / 0.0331
timing repair buffer: 48 / 0.0888
multi-input combinational: 446 / 0.789
inverter: 129 / 0.0895
Power figures rest on the tool's default switching activity, not on a simulated workload.
