`flow/design.v`:
```
`timescale 1ns / 1ps
module PipelineAdder (
    input logic clk,
    input logic rst,
    input logic signed [31:0] A,
    input logic signed [31:0] B,
    input logic signed [31:0] C,
    output logic signed [31:0] S,
    output logic signed [31:0] debug_sum_stage1,
    output logic signed [31:0] debug_C_stage1
);
    logic signed [31:0] sum_stage1;
    logic signed [31:0] C_stage1;
    always_ff @(posedge clk or posedge rst) begin
        if (rst) begin
            sum_stage1 <= 32'sd0;
            C_stage1 <= 32'sd0;
            S <= 32'sd0;
        end else begin
            sum_stage1 <= A + B;
            C_stage1 <= C;
            S <= sum_stage1 + C_stage1;
        end
    end
    assign debug_sum_stage1 = sum_stage1;
    assign debug_C_stage1 = C_stage1;
endmodule
```
`flow/run.sh`:
```
#!/bin/bash
# OpenROAD 26Q1-2900-gdf79404cd8, Yosys 0.63+post, stock flow scripts
make -C /OpenROAD-flow-scripts/flow DESIGN_CONFIG=/design/flow/config.mk WORK_HOME=/design/flow/orfs finish
```
`flow/config.mk`:
```
export PLATFORM = sky130hd
export DESIGN_NAME = PipelineAdder
export DESIGN_NICKNAME = PipelineAdder
export VERILOG_FILES = /design/flow/design.v
export SDC_FILE = /design/flow/constraint.sdc
export NUM_CORES = 4
export LEC_CHECK = 1
export CORE_UTILIZATION = 40
```
`flow/constraint.sdc`:
```
current_design PipelineAdder

set clk_period 11.9
set clk_io_pct 0.2

create_clock -name clk0 -period $clk_period [get_ports {clk}]

set non_clock_inputs [all_inputs -no_clocks]
set_input_delay [expr $clk_period * $clk_io_pct] -clock clk0 $non_clock_inputs
set_output_delay [expr $clk_period * $clk_io_pct] -clock clk0 [all_outputs]
```
==> flow_summary.json <==
{
  "clock_skew_ns": 0.00551,
  "ant_nets": 0,
  "areaGrowthSynthToFinish_pct": 41.0,
  "finalMaxSlewViolations": 0,
  "power_leakage_nw": 3.61,
  "arrival_ns": 5.06,
  "grt_pass1_wl_um": 25400,
  "hold_path_class": "reg -> reg",
  "n_fill_cell": 1170,
  "vdd_ir_drop_max_mv": 0.0842,
  "utilization_pct": 58.7,
  "ys_ff": 96,
  "ys_cells": 581,
  "hold_violations": 0,
  "setup_tns_ns": 0,
  "power_switching_mw": 0.401,
  "firstDrtPassIters": 5,
  "fin_crit_ns": 4.84,
  "tightest_slew_ns": 0.692,
  "overflow": 0,
  "status": "finished, final reports clean",
  "post_cts_buffers": 0,
  "logic_family": "AND-OR/OR-AND gates",
  "start_kind": "primary input",
  "regArea_um2": 2400,
  "dieArea_um2": 15200,
  "routabilityCongestion": 0.933,
  "yosys_warnings": 1,
  "vias": 5192,
  "worst_path_max_delay_cell": "a221oi_2",
  "io_pins": 194,
  "fmax_mhz": 207,
  "clock_latency_ns": 0.34,
  "intPower_mw": 0.897,
  "antenna_found_initial": 0,
  "clockPowerShare_pct": 22.8,
  "synthDistinctLibCells": 66,
  "first_iter_violations": 373,
  "cts_hold_buf": 0,
  "cts_tree": "done",
  "path_clk_slew_ns": 0.07,
  "critPathKind": "in -> reg",
  "yosys.area_share.xor_xnor_pct": 8.32,
  "synthSimpleGateAreaFrac_pct": 11.6,
  "edf_count": 0,
  "dp_hpwl_um": 13500,
  "worstPathRequired_ns": 12.12,
  "synth-main-ff-cell": "dfrtp_1",
  "viasPerCell": 5.41,
  "cts-root-buf": "clkbuf_16",
  "combGateArea_um2": 3380,
  "max_cap_viol_count": 0,
  "syn_inst": 581,
  "avgRoutedWirePerCell_um": 17.1,
  "grt_pass1_vias": 4743,
  "path_cells": "clkdlybuf4s50_1 > ha_1 > fa_1 > a21o_1 > a221oi_2 > a2111o_1 > nand4_1 > a311oi_2 > nor4_1 > nand4b_1",
  "setup_viol": 0,
  "netlist_area_um2": 5890,
  "clkSinkCount": 96,
  "tool_warnings": 26,
  "ys_chip_area_um2": 5890,
  "drc": 0,
  "fin_hold_ws_ns": 0.509,
  "worstSetupEndpointType": "flop",
  "grt_setup_unrepaired": "false",
  "synth_seq_share_pct": 40.8,
  "numCtsBuffers": 9,
  "dp.cells": 944,
  "die_x_um": 123,
  "synthAdderAreaFrac_pct": 13.8,
  "grt_usage_pct": 22.6,
  "post_cts_resize_count": 0,
  "die.size.y_um": 123,
  "seq_power_share_pct": 34.5,
  "htree_levels": 3,
  "ys_sh_aoi_pct": 23.7,
  "instances_no_fill": 960,
  "synth.area.mux_share_pct": 0,
  "core-area_um2": 14100,
  "io_buffers": 193,
  "async_reset_ff_share_pct": 100,
  "critPathMaxFanout": 5,
  "slowest_delay_ns": 0.42,
  "initial_core_util_pct": 41.6,
  "power_density_nw_per_um2": 156,
  "finalWirelength_um": 16400,
  "critical_path_buf_inv_count": 1,
  "grt_max_degree": 57,
  "synth_area_per_cell_um2": 10.1,
  "max_slew_margin_pct": 53.9,
  "rows": 43,
  "p_comb_share_pct": 42.7,
  "min_period_over_period_pct": 40.7,
  "antenna_cells": 0,
  "swShare_pct": 30.9,
  "crit_family": "AND-OR/OR-AND gates",
  "drive_above_1_share_pct": 4.10,
  "clockBufferDepth": 2
}
-- layout make-up --
cell class | instances | area share [%]
Multi-Input combinational cell | 461 | 40.7
Sequential cell | 96 | 28.9
Timing Repair Buffer | 194 | 23.3
Clock buffer | 12 | 3.09
Tap cell | 180 | 2.71
Clock inverter | 4 | 0.632
Inverter | 13 | 0.617
-- synthesized netlist by cell type, types with 7 or more instances --
library cell	count	area (µm²)
o21ai_0	26	130
inv_1	13	48.8
and3_1	11	68.8
a21o_1	35	263
a21oi_1	51	255
clkbuf_1	7	26.3
xor2_1	19	166
ha_1	62	776
a211oi_1	9	67.6
nand4_1	11	68.8
nand3_1	16	80.1
a31oi_1	9	56.3
nor3_1	7	35.0
nand2_1	44	165
o21a_1	8	60.1
dfrtp_1	96	2400
xnor2_1	37	324
o21bai_1	8	60.1
nor2_1	29	109
-- routing by layer --
metal  vias up  wire length [µm]  GRT usage, %
li1       2572                 -             -
met1      2434              8070          36.7
met2       174              7290          33.3
met3        12               841          3.48
met4         0               190          2.56
met5         -                 0             0
-- flip-flops by register name, summed over array words and instances (netlist names) --
name        flops
S              32
C_stage1       32
sum_stage1     32
-- path summary, 6_finish.rpt --
path,startpoint,endpoint,slack [ns],cells past startpoint
worst max-delay path,A[0],sum_stage1[30],7.06,10
worst min-delay path,C_stage1[0],S[0],0.51,1
worst max register to register,sum_stage1[0],S[30],8.97,9
worst min register to register,C_stage1[0],S[0],0.51,1
max in group asynchronous,rst,C_stage1[4],8.40,3
min in group asynchronous,rst,S[4],2.42,2
-- worst register-to-register path: stages, from the launching register on --
cell and delay (ns):
dfrtp_1 0.39, ha_1 0.25, fa_1 0.41, a21o_1 0.19, a21oi_1 0.36, o21ai_2 0.15, a41o_1 0.31, a211oi_2 0.41
o21ai_0 0.19, xor2_1 0.16
-- placed cells by master (no fill, tap or decap), drive strengths merged, types with 9 or more instances in the layout --
| cell type | n |
|---|---|
| a211oi | 10 |
| a21oi | 52 |
| inv | 13 |
| ha | 62 |
| a31oi | 9 |
| nand3 | 16 |
| nor2 | 29 |
| nand2 | 44 |
| xor2 | 19 |
| a21o | 35 |
| and3 | 11 |
| xnor2 | 37 |
| o21ai | 30 |
| clkbuf | 12 |
| nand4 | 11 |
| clkdlybuf4s50 | 193 |
| dfrtp | 96 |
-- cell families (layout without fill, tap and decap cells) --
kind of cell,after synthesis,in the layout
xor+xnor,56,56
buf+inv,24,223
simple gates,140,140
flops,96,96
fa+ha+maj,64,64
compound gates,201,201
-- per-stage QoR --
stage | instance area [µm²] | total power [mW] | setup slack (ns)
final | 8310 | 1.30 | 7.06
after floorplan | 5890 | 0.724 | 7.01
after global placement | 8000 | 1.01 | 6.76
after detailed placement | 8000 | 1.01 | 6.70
after CTS | 8310 | 1.31 | 7.08
after global routing | 8310 | 1.39 | 6.94
-- power by group through the flow --
stage	sequential, mW	clock [mW]	combinational, mW
CTS	0.449	0.305	0.556
finish	0.448	0.296	0.554
global route	0.458	0.319	0.615
Power and IR drop assume default switching activity.
